### ./run.sh
#!/bin/bash
# OpenROAD 26Q1-2900-gdf79404cd8, Yosys 0.63+post, stock flow scripts
make -C /OpenROAD-flow-scripts/flow DESIGN_CONFIG=/design/flow/config.mk WORK_HOME=/design/flow/orfs finish
### ./config.mk
export PLATFORM = sky130hd
export DESIGN_NAME = vending_machine
export DESIGN_NICKNAME = vending_machine
export VERILOG_FILES = /design/flow/design.v
export SDC_FILE = /design/flow/constraint.sdc
export NUM_CORES = 4
export LEC_CHECK = 1
export CORE_AREA = 10 10 70 70
export DIE_AREA = 0 0 80 80
### ./constraint.sdc
current_design vending_machine

set clk_period 2.5
set clk_io_pct 0.2

create_clock -name clk0 -period $clk_period [get_ports {i_clk}]

set non_clock_inputs [all_inputs -no_clocks]
set_input_delay [expr $clk_period * $clk_io_pct] -clock clk0 $non_clock_inputs
set_output_delay [expr $clk_period * $clk_io_pct] -clock clk0 [all_outputs]
### ./design.v
module vending_machine(
    input wire      i_clk,
    input wire      i_rst_n,
    input wire      i_nickle,
    input wire      i_dime,
    input wire      i_quarter,
    output wire     o_soda,
    output wire [2:0] o_change
);
reg [3:0] state, nstate;
next_state_logic NSL(
    .i_nickle       (i_nickle),
    .i_dime         (i_dime),
    .i_quarter      (i_quarter),
    .i_pstate       (state),
    .o_nstate       (nstate)
);
State_logic SL(
    .i_clk          (i_clk),
    .i_rst_n        (i_rst_n),
    .i_nstate       (nstate),
    .o_pstate       (state)
);
Output_logic OL(
    .i_pstate       (state),
    .o_soda         (o_soda),
    .o_change       (o_change)
);
endmodule
module next_state_logic(
    input wire          i_nickle,
    input wire          i_dime,
    input wire          i_quarter,
    input reg [3:0]    i_pstate,
    output reg [3:0]   o_nstate
);
parameter reg [3:0] IDLE        = 4'b0000;
parameter reg [3:0] FIVE        = 4'b0001;
parameter reg [3:0] TEN         = 4'b0010;
parameter reg [3:0] FIFTEEN     = 4'b0011;
parameter reg [3:0] TWENTY      = 4'b0100;
parameter reg [3:0] TWENTY_FIVE = 4'b0101;
parameter reg [3:0] THIRTY      = 4'b0110;
parameter reg [3:0] THIRTY_FIVE = 4'b0111;
parameter reg [3:0] FOURTY      = 4'b1000;
parameter reg [3:0] FOURTY_FIVE = 4'b1001;
always_comb begin
    case(i_pstate)
        IDLE: begin
            if(i_nickle) o_nstate = FIVE;
            else if(i_dime) o_nstate = TEN;
            else if(i_quarter) o_nstate = TWENTY_FIVE;
            else o_nstate = IDLE;
        end 
        FIVE: begin
            if(i_nickle) o_nstate = TEN;
            else if(i_dime) o_nstate = FIFTEEN;
            else if(i_quarter) o_nstate = THIRTY;
            else o_nstate = FIVE;
        end 
        TEN: begin
            if(i_nickle) o_nstate = FIFTEEN;
            else if(i_dime) o_nstate = TWENTY;
            else if(i_quarter) o_nstate = THIRTY_FIVE;
            else o_nstate = TEN;
        end
        FIFTEEN: begin
            if(i_nickle) o_nstate = TWENTY;
            else if(i_dime) o_nstate = TWENTY_FIVE;
            else if(i_quarter) o_nstate = FOURTY;
            else o_nstate = FIFTEEN;
        end
        TWENTY: begin
            if(i_nickle) o_nstate = TWENTY_FIVE;
            else if(i_dime) o_nstate = THIRTY;
            else if(i_quarter) o_nstate = FOURTY_FIVE;
            else o_nstate = TWENTY;
        end
        TWENTY_FIVE, THIRTY, THIRTY_FIVE, FOURTY, FOURTY_FIVE: begin
            if(i_nickle) o_nstate = FIVE;
            else if(i_dime) o_nstate = TEN;
            else if(i_quarter) o_nstate = TWENTY_FIVE;
            else o_nstate = TWENTY_FIVE;
        end
        default: begin
            o_nstate = IDLE;
        end 
    endcase
end 
endmodule
module State_logic(
    input wire      i_clk,
    input wire      i_rst_n,
    input reg [3:0] i_nstate,
    output reg [3:0] o_pstate
);
always_ff @(posedge i_clk or negedge i_rst_n) begin : proc_next_state
    if(!i_rst_n) o_pstate <= 4'b0000;
    else         o_pstate <= i_nstate;
end 
endmodule
module Output_logic(
    input reg [3:0] i_pstate,
    output wire      o_soda,
    output wire [2:0] o_change
);
parameter reg [3:0] IDLE        = 4'b0000;
parameter reg [3:0] FIVE        = 4'b0001;
parameter reg [3:0] TEN         = 4'b0010;
parameter reg [3:0] FIFTEEN     = 4'b0011;
parameter reg [3:0] TWENTY      = 4'b0100;
parameter reg [3:0] TWENTY_FIVE = 4'b0101;
parameter reg [3:0] THIRTY      = 4'b0110;
parameter reg [3:0] THIRTY_FIVE = 4'b0111;
parameter reg [3:0] FOURTY      = 4'b1000;
parameter reg [3:0] FOURTY_FIVE = 4'b1001;
always_comb begin : proc_output_Moore
    case(i_pstate)
        IDLE: begin
            o_soda = 1'b0;
            o_change = 3'b000;
        end 
        FIVE, TEN, FIFTEEN: begin
            o_soda = 1'b0;
            o_change = 3'b000;
        end
        TWENTY: begin
            o_soda = 1'b1;
            o_change = 3'b0000;
        end 
        TWENTY_FIVE, FOURTY_FIVE: begin
            o_soda = 1'b1;
            o_change = 3'b001;
        end
        THIRTY: begin
            o_soda = 1'b1;
            o_change = 3'b010;
        end 
        THIRTY_FIVE: begin
            o_soda = 1'b1;
            o_change = 3'b011;
        end 
        FOURTY: begin
            o_soda = 1'b1;
            o_change = 3'b100;
        end 
        default: begin
            o_soda = 1'b0;
            o_change = 3'b000;
        end 
    endcase
end
endmodule
==> git commit body <==
Update PnR metrics after Yosys + OpenROAD run

- Run status: finished, final reports clean
- Insertion delay of the later-clocked pin in the worst-skew pair: 0.23 ns
* Worst-path maximum fanout: 15
* Per-cell via count in the routed design: 3.88
- Measured slew at the worst slew-check pin: 0.425 ns
- In this run the deepest clock path goes through 2 buffers.
- Largest reg by FF count: SL.o_pstate
- The worst setup path is launched from a register.
* Area of all placed cells without fillers: 532 µm²
- Setup Crit Path Kind: register to primary output
* Number of cells in the yosys synthesis report: 49
- Initial cell density of the core: 11.8%
* Horizontal die dimension: 80 µm
- The filler cells instantiated in the layout total 391.
- Synthesis handed over a netlist of 49 instances.
* Layout Area Growth over Synthesis: 32.0%
* Adder share: 0%
- For this run, the top clock speed supported by timing is 439 MHz.
* TritonCTS clock tree: yes
* Count of pins over their slew limit: 0
- Inserted Clock Buffers: 3
- IO Port Bufs: 8
- The final layout reports a setup TNS of 0 ns.
* Via count of the first global-routing pass: 346
* Antenna violations before repair: 0
* Area of the placeable core: 3420 µm²
* Largest register FFs: 4
- Final critical-path required period: 2.28 ns
* Cell type of the slowest stage on the worst timing path: dfrtp_1
- According to the hold report, the worst path is of the primary input to async pin type.
- Synthesized chip area reported by yosys: 403 µm²
* Number of failing setup endpoints in the final timing report: 0
- Mux area share: 0%
- Crit path launch: SL.o_pstate[2]$_DFF_PN0_
- Largest registers in the final layout: SL.o_pstate x4
* Detailed Route WL: 976 µm
- Maximum number of pins on one net before global-route repair: 16
- The power report puts the leakage power at 0.171 nW.
- Tally of unique sky130hd cells used after synthesis: 28
- For this run, the slowest stage of the critical path takes 0.52 ns.
- CTS root buffer: clkbuf_4
* Die y size: 80 µm
- Netlist Area Pre-Place: 403 µm²
* DRC violation total after the first TritonRoute iteration: 47
* Required @ worst endpoint: 2.00 ns
- In this run, the synthesized area fraction spent on and/or/nand/nor cells is recorded as 26.4%.
* Period Utilization, post-route: 91.1%
- I/O Pins: 9
- The first global-routing pass estimated 1570 µm of wire.
- Worst clock skew: 0.00321 ns
- The cell-mix breakdown from Yosys lists the XOR/XNOR area share as 0%.
* Detailed-route wire length per cell: 9.57 µm
- Unrepaired setup endpoints after global routing: no
- On the worst setup and hold paths after CTS, the clock-pin slew comes to 0.04 ns.
- The tree built by TritonCTS fans out to 4 sinks.
* Level count of the clock H-tree: 1
- Synth top area cells: dfrtp_1 (25%), nand2b_1 (7.8%), a2111oi_4 (6.8%)
* VDD IR-drop max: 0.000130 V
- Final Hold Vio Count: 0
- Minimum setup slack in the final design: 0.223 ns
- Per the detailed placement report, the placed cell area equals 509 µm².
- OpenROAD warning count: 25
- Per the summary, power density relative to cell area is 875 nW/µm².
* Crit Reg-Reg Startpoint: SL.o_pstate[1]$_DFF_PN0_
- Worst setup slack before clock tree synthesis: 0.449 ns
- Global routing usage summed across all routing layers: 2.92%
- At the end of routability-driven placement, the weighted congestion stood at 0.783.
- Post-DP HPWL: 757 µm
- Share of the synthesized area in the top cell type: 24.8%
- For this block, the via count after detailed routing is 396.
- Number of storage elements in the synthesis netlist: 4
- The post-route utilization of the core is recorded as 15.6%.
- After global routing the overflow that remains totals 0.
- Looking at the post-CTS report, the setup buffer insertion count equals 0.
- Fraction of layout cells with a size suffix above 1: 14.3%
* Critical path cell sequence: nand2b_1, o21ai_0, and2_1, clkdlybuf4s50_1
- Worst setup EP type: primary output
* Area share of and-or/or-and cells after synthesis: 38.2%
* Count of warnings emitted by yosys: 19
- For this run, the detailed router's first-pass iteration total came to 4.
* DRC violations left: 0
- Gates resized, CTS repair: 0
- The max-slew check reports its worst relative slack as 71.7%.
- Main logic family: AND-OR/OR-AND gates
* Count of inserted antenna diode cells: 0
- Full die area: 6400 µm²
- Averaged over all synthesized cells, the footprint is 8.22 µm².
- Total power for the finished layout comes to 0.465 mW.
- Per the post-route antenna check, the number of violating nets is 0.
* Worst path arrival time: 1.78 ns
- After floorplanning, the core was divided into 21 placement rows.
* # Max-Cap Violations: 0
* Post-CTS Hold Fix Bufs: 0
- Sequential element share of the synthesized area: 24.8%
* Dominant cell type by area after synthesis: dfrtp_1
[synthesized netlist by cell type (all sizes together)]
| cell type | n |
|---|---|
| a211oi | 2 |
| and3 | 1 |
| nand3b | 1 |
| buf | 4 |
| dfrtp | 4 |
| o31ai | 2 |
| o32ai | 1 |
| nor3 | 1 |
| a221oi | 1 |
| nand3 | 1 |
| a21oi | 3 |
| o21a | 1 |
| o21ai | 3 |
| nand2b | 6 |
| nor2 | 5 |
| inv | 3 |
| or4 | 1 |
| a2111oi | 2 |
| nand2 | 1 |
| o22ai | 3 |
| and2 | 2 |
| a31oi | 1 |
[logic make-up (layout without fill, tap and decap cells)]
group	count (synthesis)	count (layout)
and+or+nand+nor	19	19
AOI/OAI and AO/OA	19	19
DFF	4	4
buffers and inverters	7	14
[layout make-up]
| type | instances | area [µm²] | share of cell area [%] |
|---|---|---|---|
| tap | 46 | 57.6 | 10.8 |
| clock buffer | 3 | 22.5 | 4.24 |
| timing repair buffer | 8 | 80.1 | 15.1 |
| sequential | 4 | 100 | 18.8 |
| inverter | 3 | 11.3 | 2.12 |
| multi-input combinational | 38 | 260 | 48.9 |
[cells in the final DEF, fill, tap and decap left out, types with 2 or more instances in the layout]
cell	count
clkdlybuf4s50_1	8
clkbuf_4	3
dfrtp_1	4
and2_1	2
inv_2	2
o21ai_0	2
o31ai_1	2
a21oi_1	3
o22ai_1	3
nand2b_1	5
a211oi_1	2
nor2_1	5
[power by group]
group	switching, mW	total, mW	leakage, nW	internal, mW
sequential	0.0865	0.176	0.0500	0.0896
combinational	0.0872	0.211	0.107	0.124
clock	0.0246	0.0782	0.0138	0.0536
[critical path: cells and delay by family (launching register included)]
family                 cells  cell delay, ns
AOI/OAI and AO/OA          1            0.19
DFF                        1            0.52
and+or+nand+nor            2            0.38
buffers and inverters      1            0.46
[routing by layer]
metal | wire, µm | GRT usage (%)
met5 | 0 | 0
met4 | 27 | 1.06
met3 | 75 | 1.36
met2 | 471 | 4.74
met1 | 402 | 3.27
[final timing paths]
path | endpoint | slack, ns | cells past startpoint
hold reg to reg | SL.o_pstate[0]$_DFF_PN0_ | 0.65 | 1
setup / recovery | o_change[0] | 0.22 | 4
min in group clk0 | SL.o_pstate[0]$_DFF_PN0_ | 0.65 | 1
hold / removal | SL.o_pstate[0]$_DFF_PN0_ | 0.47 | 1
setup reg to reg | SL.o_pstate[2]$_DFF_PN0_ | 1.09 | 4
max in group asynchronous | SL.o_pstate[2]$_DFF_PN0_ | 1.87 | 1
[metrics by stage]
step           hold slack (ns)  instances
6_report                 0.465        102
5_1_grt                  0.454        102
4_1_cts                  0.461        102
3_5_place_dp             0.644         99
3_3_place_gp             0.637         99
2_1_floorplan            0.204         49
No activity file was given, so power comes from the tool's default toggle rates.
